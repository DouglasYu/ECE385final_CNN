==> flow/design.v <==
module max #(
	Bitwidth = 32
)(
	input logic signed [Bitwidth-1 : 0] data1,
	input logic signed [Bitwidth-1 : 0] data2,
	input logic signed [Bitwidth-1 : 0] data3,
	input logic signed [Bitwidth-1 : 0] data4,
	output logic signed [Bitwidth-1 : 0] result
);
	logic signed [Bitwidth-1 : 0] temp1;
	logic signed [Bitwidth-1 : 0] temp2;
	always_comb
	begin
		temp1 = (data1 > data2) ? data1 : data2;
		temp2 = (data3 > data4) ? data3 : data4;
		result = (temp1 > temp2) ? temp1 : temp2;
	end
endmodule
module pooling_2(
	input logic 				  Clk, Reset, start,
	input logic signed [31:0] curdata,
	output logic 		 [13:0] data_addr,
	output logic 		 [13:0] temp_addr,
	output logic signed[31:0] temp_data,
	output logic     			  temp_wren,
	output logic 				  ready
);
	logic signed [31:0] data [4];
	logic signed [31:0] result;
	logic 		 [13:0] data_base_addr;
	integer counter_step, counter_data, counter_batch;
	max max0(.data1(data[0]), .data2(data[1]), .data3(data[2]), .data4(data[3]), .result);
	assign data_base_addr = counter_batch*100 + counter_step/5*10*2 + counter_step%5*2;
	assign data_addr = data_base_addr + counter_data/2*10 + counter_data%2;
	assign temp_addr = counter_batch * 25 + counter_step;
	assign temp_data = result;
	enum logic [4:0] {IDLE, CHECK_BATCH, LOAD_WEIGHT, LOAD_BIAS, CHECK_STEP,
							LOAD_DATA, SAVE_RESULT, DONE} state;
	always_ff@(posedge Clk)
	begin
		if(Reset)begin
			state <= IDLE;
			counter_batch 	<= 0;
			counter_data 	<= 0;
			counter_step 	<= 0;
		end else begin
			case(state)
				IDLE:
					if(start)
						state <= CHECK_BATCH;
				CHECK_BATCH:
					if(counter_batch == 10)  
						state <= DONE;
					else begin
						state <= CHECK_STEP;
					end
				CHECK_STEP:
					if(counter_step == 25)begin
						counter_step <= 0;
						counter_batch <= counter_batch + 1;
						state <= CHECK_BATCH;
					end else 
						state <= LOAD_DATA;
				LOAD_DATA:begin
					if(counter_data == 4)begin
						counter_data <= 0;
						state <= SAVE_RESULT;
					end else begin
						data[counter_data] <= curdata;
						counter_data <= counter_data + 1;
					end
				end
				SAVE_RESULT:begin
					counter_step <= counter_step + 1;
					state <= CHECK_STEP;
				end
				DONE:begin
					counter_batch <= 0;
					state <= IDLE;
				end
			endcase
		end
	end
	always_comb
	begin
		temp_wren = 1'b0;
		ready = 1'b0;
		case(state)
			SAVE_RESULT:
				temp_wren = 1'b1;
			DONE:
				ready = 1'b1;
			default:;
		endcase
	end
endmodule
==> flow/run.sh <==
#!/bin/bash
# OpenROAD 26Q1-2900-gdf79404cd8, Yosys 0.63+post, stock flow scripts
make -C /OpenROAD-flow-scripts/flow DESIGN_CONFIG=/design/flow/config.mk WORK_HOME=/design/flow/orfs finish
==> flow/config.mk <==
export PLATFORM = sky130hd
export DESIGN_NAME = pooling_2
export DESIGN_NICKNAME = pooling_2
export VERILOG_FILES = /design/flow/design.v
export SDC_FILE = /design/flow/constraint.sdc
export NUM_CORES = 4
export LEC_CHECK = 1
export CORE_UTILIZATION = 50
==> flow/constraint.sdc <==
current_design pooling_2

set clk_period 56.9
set clk_io_pct 0.2

create_clock -name clk0 -period $clk_period [get_ports {Clk}]

set non_clock_inputs [all_inputs -no_clocks]
set_input_delay [expr $clk_period * $clk_io_pct] -clock clk0 $non_clock_inputs
set_output_delay [expr $clk_period * $clk_io_pct] -clock clk0 [all_outputs]
==> results.txt <==
Synth Register Bits = 230
Initial drt markers = 1319
Primary FF master, synth = edfxtp_1
Beginning of the worst hold path = state[0]
Vias per cell = 5.83
Largest net degree at the start of global routing = 64
Placement Setup Slack = 25.78 ns
Cell Type Count = 117
Worst setup SP type = flip-flop
CTS tree = done
CP Class = reg -> out
Avg WL per Cell = 18.2 µm
Port-buffer cells = 96
Critical path data required time = 45.52 ns
Gr usage total = 27.1%
Clock Skew = 0.0115 ns
Hold Crit Class = reg -> reg
First-pass GRT wire length = 87.3 mm
Drt pass-1 iters = 24
Tcrit/Tclk final = 56.5%
Fp_density = 50.9%
Num Clock Sinks = 230
Via count = 17558
Hold_ws = 0.453 ns
CP endpoint kind = primary output
Placed cell area = 0.0224 mm²
Slowest CP cell = nor3_2
CORE AREA = 0.0410 mm²
Layout cells sized above 1 = 7.42%
Setup TNS = 0 ns
Count of library flops with an enable pin = 128
Seq/Total Area, Yosys = 28.2%
Synthesized area = 0.0209 mm²
Critical R2R Capture = counter_batch[31]
Max Slew Vio Count = 0
Hold Violations, Final = 0
IO Count = 97
Num CTS Buffers = 28
Rel. slew slack = 31.1%
Clock Path Buffers = 3
Area reported by Yosys stat = 0.0209 mm²
Late-Pin Clk Latency = 0.55 ns
Yosys Instances = 2389
Top cell by count, worst path = xnor2_1
Worst VDD drop = 0.0189 mV
Reg2Reg Depth = 14
# DRC = 0
Final setup fails = 0
Post-route worst setup slack = 24.76 ns
Number of setup buffers added after CTS = 0
P_leak = 9.78 nW
Syn avg cell area = 8.73 µm²
Power Density = 16.4 mW/mm²
Site Rows = 74
Asr flop ratio synth = 0%
Yosys Warn Count = 2
Crit path DAT = 20.76 ns
Overflow after GRT = 0
Synth Instances = 2389
WHS Endpoint = state[0]
Die X = 206 µm
Slew @ Worst Pin = 1.02 ns
CTS Hold Bufs = 0
Critical Path Start = counter_step[0]
Max-cap violation count = 0
Fin crit period = 32.14 ns
RSZ-0062 raised after global routing = no
Finished Cell Area = 0.0234 mm²
CP max stage delay = 0.73 ns
DP Wirelength = 42.0 mm
Log Warnings = 38
Vias in the first global route = 16267
Die Y = 206 µm
DRT antenna net count = 0
Post_cts resized = 0
RR Startpoint = counter_step[27]
CTS Root Cell = clkbuf_16
DIE AREA = 0.0425 mm²
Setup slack, reg-to-reg = 52.19 ns
Status = complete, no violations
Gpl congestion = 0.939
Area growth syn-to-layout = 12.3%
Peak Freq = 31.1 MHz
Total power = 385 µW
WHS Path Cells = 2
Clock transition at the registers of the reported paths = 0.06 ns
CTS HTree Levels = 1
Post-Route WL = 54.9 mm
CP max FO = 14
Initial antenna violation count = 2
metal layers:
| metal | vias up | routed length, µm | global-route usage, % |
|---|---|---|---|
| li1 | 8766 | - | - |
| met5 | - | 11 | 0 |
| met1 | 8167 | 25400 | 42.6 |
| met3 | 64 | 3870 | 5.72 |
| met4 | 2 | 1280 | 5.54 |
| met2 | 559 | 24300 | 39.9 |
synthesized netlist by cell type (51+ instances only):
master	count	area share, %
a21oi_1	160	3.8
clkbuf_1	61	1.1
dfxtp_1	102	9.8
edfxtp_1	128	18
ha_1	206	12
inv_1	244	4.4
nand2_1	146	2.6
nand3_1	69	1.7
nand4_1	62	1.9
nor2_1	224	4.0
nor3_1	51	1.2
o21ai_0	82	2.0
xnor2_1	136	5.7
xor2_1	80	3.4
critical path, delay by kind of cell, from the launching register on:
kind	cells	cell delay [ns]
fa+ha+maj	8	2.63
flops	1	0.44
simple gates	14	4.91
compound gates	31	8.18
buf+inv	6	1.32
xor+xnor	15	2.72
worst max path at each step:
stage | end | slack [ns] | depth (start not counted)
CTS | data_addr[13] | 25.10 | 74
global route | data_addr[13] | 23.16 | 74
finish | data_addr[13] | 24.76 | 74
metrics by stage:
| step | utilization [%] | std cells |
|---|---|---|
| 6_report | 57.1 | 3014 |
| 5_1_grt | 57.1 | 3013 |
| 4_1_cts | 57.1 | 3013 |
| 3_5_place_dp | 54.6 | 2961 |
| 3_3_place_gp | 54.6 | 2961 |
| 2_1_floorplan | - | 2389 |
placed cells by master, fill, tap and decap left out, drive strengths merged, types with 25 or more instances in the layout:
| cell type | instances |
|---|---|
| edfxtp | 128 |
| a21oi | 163 |
| nor4 | 47 |
| nand2b | 27 |
| xor2 | 81 |
| nor2 | 226 |
| clkdlybuf4s50 | 96 |
| inv | 248 |
| o21ai | 89 |
| mux2 | 36 |
| o211ai | 25 |
| nand3 | 69 |
| nor3 | 56 |
| xnor2 | 137 |
| a21o | 26 |
| dfxtp | 102 |
| nand4 | 62 |
| a211oi | 25 |
| nand2 | 148 |
| fa | 43 |
| ha | 206 |
| buf | 35 |
| mux2i | 42 |
| nor2b | 28 |
| clkbuf | 36 |
kinds of logic (layout without fill, tap and decap cells):
family	after synthesis	count (layout)	synth area share, %
DFF	230	230	28.2
xor gates and xnor gates	218	218	9.23
and+or+nand+nor	761	761	18.5
buffers and inverters	336	428	6.36
adders and majority gates	252	252	16.6
muxes	78	78	3.96
AOI/OAI and AO/OA	514	514	17.2
other	0	1	0
layout make-up:
| type | instances | area [µm²] |
|---|---|---|
| Fill cell | 3614 | 17600 |
| Timing Repair Buffer | 131 | 1220 |
| Sequential cell | 230 | 5890 |
| Inverter | 245 | 920 |
| Antenna cell | 1 | 2.50 |
| Multi-Input combinational cell | 1823 | 13700 |
| Clock inverter | 16 | 209 |
| Tap cell | 532 | 666 |
| Clock buffer | 36 | 813 |
state kept, by name, indices dropped and copies added, names as in the netlist:
register / flops
data: 128
counter_batch: 32
counter_data: 32
counter_step: 32
state: 6
report_power, final:
group	total (mW)	switching (mW)	leakage, nW	internal (mW)
sequential	0.177	0.000546	1.97	0.176
clock	0.193	0.0729	0.494	0.120
combinational	0.0155	0.00771	7.31	0.00776
total	0.385	0.0811	9.78	0.304
Power figures rest on the tool's default switching activity, not on a simulated workload.
