**design.v**
```verilog
module max #(
	Bitwidth = 32
)(
	input logic signed [Bitwidth-1 : 0] data1,
	input logic signed [Bitwidth-1 : 0] data2,
	input logic signed [Bitwidth-1 : 0] data3,
	input logic signed [Bitwidth-1 : 0] data4,
	output logic signed [Bitwidth-1 : 0] result
);
	logic signed [Bitwidth-1 : 0] temp1;
	logic signed [Bitwidth-1 : 0] temp2;
	always_comb
	begin
		temp1 = (data1 > data2) ? data1 : data2;
		temp2 = (data3 > data4) ? data3 : data4;
		result = (temp1 > temp2) ? temp1 : temp2;
	end
endmodule
module pooling_1(
	input logic 				  Clk, Reset, start,
	input logic signed [31:0] curdata,
	output logic 		 [13:0] data_addr,
	output logic 		 [13:0] temp_addr,
	output logic signed[31:0] temp_data,
	output logic     			  temp_wren,
	output logic 				  ready
);
	logic signed [31:0] data [4];
	logic signed [31:0] result;
	logic 		 [13:0] data_base_addr;
	integer counter_step, counter_data, counter_batch;
	max max0(.data1(data[0]), .data2(data[1]), .data3(data[2]), .data4(data[3]), .result);
	assign data_base_addr = counter_batch*784 + counter_step/14*28*2 + counter_step%14*2;
	assign data_addr = data_base_addr + counter_data/2*28 + counter_data%2;
	assign temp_addr = counter_batch * 196 + counter_step;
	assign temp_data = result;
	enum logic [4:0] {IDLE, CHECK_BATCH, LOAD_WEIGHT, LOAD_BIAS, CHECK_STEP,
							LOAD_DATA, SAVE_RESULT, DONE} state;
	always_ff@(posedge Clk)
	begin
		if(Reset)begin
			state <= IDLE;
			counter_batch 	<= 0;
			counter_data 	<= 0;
			counter_step 	<= 0;
		end else begin
			case(state)
				IDLE:
					if(start)
						state <= CHECK_BATCH;
				CHECK_BATCH:
					if(counter_batch == 6)  
						state <= DONE;
					else begin
						state <= CHECK_STEP;
					end
				CHECK_STEP:
					if(counter_step == 196)begin
						counter_step <= 0;
						counter_batch <= counter_batch + 1;
						state <= CHECK_BATCH;
					end else 
						state <= LOAD_DATA;
				LOAD_DATA:begin
					if(counter_data == 4)begin
						counter_data <= 0;
						state <= SAVE_RESULT;
					end else begin
						data[counter_data] <= curdata;
						counter_data <= counter_data + 1;
					end
				end
				SAVE_RESULT:begin
					counter_step <= counter_step + 1;
					state <= CHECK_STEP;
				end
				DONE:begin
					counter_batch <= 0;
					state <= IDLE;
				end
			endcase
		end
	end
	always_comb
	begin
		temp_wren = 1'b0;
		ready = 1'b0;
		case(state)
			SAVE_RESULT:
				temp_wren = 1'b1;
			DONE:
				ready = 1'b1;
			default:;
		endcase
	end
endmodule
```
**run.sh**
```bash
#!/bin/bash
# OpenROAD 26Q1-2900-gdf79404cd8, Yosys 0.63+post, stock flow scripts
make -C /OpenROAD-flow-scripts/flow DESIGN_CONFIG=/design/flow/config.mk WORK_HOME=/design/flow/orfs finish
```
**config.mk**
```make
export PLATFORM = sky130hd
export DESIGN_NAME = pooling_1
export DESIGN_NICKNAME = pooling_1
export VERILOG_FILES = /design/flow/design.v
export SDC_FILE = /design/flow/constraint.sdc
export NUM_CORES = 4
export LEC_CHECK = 1
export CORE_UTILIZATION = 50
```
**constraint.sdc**
```tcl
current_design pooling_1

set clk_period 39.2
set clk_io_pct 0.2

create_clock -name clk0 -period $clk_period [get_ports {Clk}]

set non_clock_inputs [all_inputs -no_clocks]
set_input_delay [expr $clk_period * $clk_io_pct] -clock clk0 $non_clock_inputs
set_output_delay [expr $clk_period * $clk_io_pct] -clock clk0 [all_outputs]
```
==> impl_metrics.py <==
# Physical implementation metrics
metrics = {
    "cells_and_area": {
        "n_fill_cell": 3377,
        "area_delta_synth_final_pct": 11.7,
        "seqCellArea_sq_um": 5890,
        "drive_gt1_frac": 0.0826,
        "area.combinational_sq_um": 13200,
    },
    "die": {
        "die_x_um": 203,
        "die_h_um": 203,
        "die-area_sq_um": 41200,
        "placeableCoreArea_sq_um": 39700,
        "design.portCount": 97,
        "num_rows": 73,
        "fp-utilization": 0.508,
    },
    "worst_setup_path": {
        "critPathMaxStageDelay_ns": 0.77,
        "cp_common_cell": "xnor2_1",
        "startpoint_type": "flop",
        "cp-end-kind": "output port",
        "critical_path_class": "reg2out",
        "cp_data_required_time_ns": 31.36,
        "arrival_ns": 20.05,
        "crit_slowest_cell": "nor3b_1",
        "crit_fanout": 11,
    },
    "yosys": {
        "synthAoiAreaFrac": 0.179,
        "ys_ff": 230,
        "flop_cell": "edfxtp_1",
        "top_cell": "inv_1",
        "synth.distinct_cells": 125,
        "synth-edff-count": 128,
        "yosysTopAreaCell": "edfxtp_1",
        "synthCells": 2222,
        "synth_top_area_share": 0.190,
        "synth-adder-area-share": 0.167,
        "simple_gate_share": 0.168,
        "yosys_cells": 2222,
        "topCombFamilyByArea": "AND-OR/OR-AND gates",
        "yosys_warnings": 2,
        "synth_area_per_cell_sq_um": 9.08,
        "synth_area_sq_um": 20200,
        "synthTopCellsByArea": "edfxtp_1, ha_1, dfxtp_1",
        "ys_sh_mux": 0.0402,
        "ys_area_sq_um": 20200,
        "ys_async_sr_fraction": 0,
        "xor_share": 0.0979,
        "yosys.stat.seqShare": 0.292,
        "ys_top_cells_by_count": "inv_1, nor2_1, ha_1",
    },
    "grt": {
        "grt_pass1_vias": 15500,
        "grt.overflow.total": 0,
        "grt_max_degree": 51,
        "track_usage": 0.252,
        "antenna_found_initial": 1,
        "grt_pass1_wl_um": 80200,
    },
    "route": {
        "drc_errors": 0,
        "vias": 16000,
        "wl_per_cell_um": 17.3,
        "viasPerCell": 5.64,
        "postRouteWirelength_um": 49000,
        "drt_iter0_markers": 794,
        "final_antenna_net_count": 0,
        "dr.pass1.iters": 7,
        "n_antenna_cell": 0,
    },
    "placement": {
        "dp_hpwl_um": 37600,
        "gp_congestion": 0.883,
        "io_buffer_count": 96,
    },
    "clock_network": {
        "cts-resized-gates": 0,
        "cts_buffers": 28,
        "cts.root.buffer_cell": "clkbuf_16",
        "cts.sinks": 230,
        "clockBufferDepth": 3,
        "cts_tree": "built",
        "postCtsHoldBufs": 0,
        "htreeDepth": 1,
        "insertion_delay_ns": 0.55,
        "cts_setup_buffers": 0,
        "path_clk_slew_ns": 0.06,
    },
    "power_and_ir_drop": {
        "ir_drop_mv": 0.0354,
        "power.leakage_uw": 0.00918,
        "design_power_total_uw": 537,
        "p_clk_frac": 0.481,
        "pwr-share-seq": 0.477,
        "comb_power_share": 0.041,
        "sw_frac_of_total": 0.211,
        "p_sw_uw": 113,
        "cellPowerDensity_nw_per_um2": 23.8,
        "internal_power_uw": 423,
    },
    "final_timing": {
        "hold_viol_final": 0,
        "setup-violations-final": 0,
        "drv_slew": 0,
        "grt_setup_unrepaired": "no",
        "finalClockPeriodUsage": 0.711,
        "finClkSkew_ns": 0.0213,
        "fin_crit_ns": 27.89,
        "fmax_mhz": 35.9,
        "worst_pin_slew_ns": 0.937,
        "relSlewSlack": 0.371,
        "fin_setup_tns_ns": 0,
    },
    "run": {
        "cap_violations": 0,
        "warnings": 46,
    },
    "min_path": {
        "min_path_type": "reg2reg",
    },
    "run_status": {
        "outcome": "finished, final reports clean",
    },
}
-- cells in the final DEF (no fill, tap or decap), types with 11 or more instances in the layout --
cell type | synthesis | routed
mux2_2 | 35 | 35
xor2_1 | 94 | 94
and3_1 | 26 | 26
o31ai_1 | 14 | 14
a211oi_1 | 17 | 17
fa_1 | 43 | 43
nor3_1 | 30 | 30
o21ai_0 | 79 | 79
or3_1 | 20 | 20
dfxtp_1 | 102 | 101
ha_1 | 199 | 199
o21bai_1 | 25 | 23
clkdlybuf4s50_1 | 0 | 96
a21oi_1 | 166 | 166
clkbuf_16 | 0 | 29
o211ai_1 | 21 | 21
inv_1 | 210 | 210
or4_1 | 11 | 11
nand4_1 | 44 | 44
edfxtp_1 | 128 | 128
nor2b_1 | 29 | 29
buf_4 | 6 | 16
mux2i_1 | 39 | 39
nand3_1 | 61 | 61
a21o_1 | 17 | 17
nand2_1 | 113 | 111
nand2b_1 | 30 | 30
a31oi_1 | 23 | 23
nor2_1 | 201 | 197
nor4_1 | 18 | 18
xnor2_1 | 126 | 126
o21ai_1 | 13 | 13
-- power groups by stage --
| stage | Combinational [uW] | Clock (uW) | Sequential, uW |
|---|---|---|---|
| finish | 22.2 | 258 | 256 |
| CTS | 22.5 | 264 | 256 |
| global route | 24.6 | 274 | 256 |
-- layer usage --
layer,global-route usage,up-vias,share of wire,routed length [um]
met4,0.0451,2,0.018,897
met5,0,-,0.00020,10
li1,-,8142,-,-
met2,0.388,418,0.45,22000
met3,0.0523,60,0.060,2950
met1,0.385,7385,0.47,23100
-- worst max-delay path, delay by kind of cell, from the launching register on --
| kind | cells | cell delay [ns] |
|---|---|---|
| compound gates | 25 | 7.61 |
| simple gates | 13 | 3.99 |
| fa+ha+maj | 8 | 2.71 |
| xor+xnor | 13 | 2.23 |
| mux | 4 | 1.45 |
| buf+inv | 7 | 1.08 |
| flops | 1 | 0.41 |
-- registers in the layout (all words and copies together) (netlist names) --
name	count
counter_data	32
data	128
state	6
counter_step	32
counter_batch	32
-- logic make-up (layout without fill, tap and decap cells) --
family                   Yosys count  in the layout
AND/OR/NAND/NOR                  652            652
buffers and inverters            286            375
AND-OR/OR-AND                    511            511
multiplexers                      76             76
adder cells (fa/ha/maj)          244            244
XOR/XNOR                         223            223
flip-flops                       230            230
-- through the flow --
step	hold WS, ns	util	area [sq um]	cells	worst slack (ns)
3_3_place_gp	0.439	0.544	21600	2784	12.45
6_report	0.459	0.568	22600	2836	11.31
4_1_cts	0.460	0.568	22600	2836	11.49
3_5_place_dp	0.449	0.544	21600	2784	12.14
2_1_floorplan	0.430	-	20200	2222	15.28
5_1_grt	0.486	0.568	22600	2836	9.56
-- worst paths after layout --
path	from	endpoint	slack, ns	depth (start not counted)
worst max register to register	counter_step[24]	counter_step[31]	34.08	14
worst min register to register	state[0]	state[0]	0.46	2
worst min-delay path	state[0]	state[0]	0.46	2
worst max-delay path	counter_step[0]	data_addr[13]	11.31	70
-- area by class of cell --
class | instances | area share
Clock inverter | 12 | 0.00555
Multi-Input combinational cell | 1706 | 0.585
Timing Repair Buffer | 112 | 0.0479
Inverter | 211 | 0.0351
Clock buffer | 40 | 0.0358
Sequential cell | 230 | 0.261
Tap cell | 525 | 0.0291
No activity file was given, so power comes from the tool's default toggle rates.
